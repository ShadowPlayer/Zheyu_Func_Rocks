==> flow/run.sh <==
#!/bin/bash
# OpenROAD 26Q1-2900-gdf79404cd8, Yosys 0.63+post, stock flow scripts
make -C /OpenROAD-flow-scripts/flow DESIGN_CONFIG=/design/flow/config.mk WORK_HOME=/design/flow/orfs finish
==> flow/config.mk <==
export PLATFORM = sky130hd
export DESIGN_NAME = Sinewave_Generator
export DESIGN_NICKNAME = Sinewave_Generator
export VERILOG_FILES = /design/flow/design.v
export SDC_FILE = /design/flow/constraint.sdc
export NUM_CORES = 4
export LEC_CHECK = 1
export CORE_AREA = 10 10 114 114
export DIE_AREA = 0 0 124 124
==> flow/constraint.sdc <==
current_design Sinewave_Generator

set clk_period 3.9
set clk_io_pct 0.2

create_clock -name clk0 -period $clk_period [get_ports {sysclk}]

set non_clock_inputs [all_inputs -no_clocks]
set_input_delay [expr $clk_period * $clk_io_pct] -clock clk0 $non_clock_inputs
set_output_delay [expr $clk_period * $clk_io_pct] -clock clk0 [all_outputs]
==> flow/design.v <==
module Sinewave_Generator(input wire sysclk,
input wire Enable_SW_0,
input wire [5:0] Scale,
output wire [5:0] Duty_Output);
reg [5:0] count = 0;
reg [5:0] DC_Index = 0;
reg [5:0] Duty_Cycle = 0;
reg [5:0] Index_Count = 0;	
assign Duty_Output = Duty_Cycle*Enable_SW_0;
always @(posedge sysclk)begin
	count<=count+1'b1;
	if (&count==1) begin 
		DC_Index<=DC_Index+1'b1;
		if (DC_Index ==  (Scale - 6'b1)) begin
			Index_Count <= Index_Count + 1'b1;
			DC_Index <=1'b0;
		end
	end
end
always @ (*)begin
	case (Index_Count) 
        6'd0: Duty_Cycle = 6'd0;
        6'd1: Duty_Cycle = 6'd0;
        6'd2: Duty_Cycle = 6'd1;
        6'd3: Duty_Cycle = 6'd1;
        6'd4: Duty_Cycle = 6'd3;
        6'd5: Duty_Cycle = 6'd4;
        6'd6: Duty_Cycle = 6'd6;
        6'd7: Duty_Cycle = 6'd8;
        6'd8: Duty_Cycle = 6'd10;
        6'd9: Duty_Cycle = 6'd12;
        6'd10: Duty_Cycle = 6'd15;
        6'd11: Duty_Cycle = 6'd18;
        6'd12: Duty_Cycle = 6'd21;
        6'd13: Duty_Cycle = 6'd24;
        6'd14: Duty_Cycle = 6'd27;
        6'd15: Duty_Cycle = 6'd30;
        6'd16: Duty_Cycle = 6'd33;
        6'd17: Duty_Cycle = 6'd36;
        6'd18: Duty_Cycle = 6'd39;
        6'd19: Duty_Cycle = 6'd42;
        6'd20: Duty_Cycle = 6'd45;
        6'd21: Duty_Cycle = 6'd48;
        6'd22: Duty_Cycle = 6'd51;
        6'd23: Duty_Cycle = 6'd53;
        6'd24: Duty_Cycle = 6'd55;
        6'd25: Duty_Cycle = 6'd57;
        6'd26: Duty_Cycle = 6'd59;
        6'd27: Duty_Cycle = 6'd60;
        6'd28: Duty_Cycle = 6'd62;
        6'd29: Duty_Cycle = 6'd62;
        6'd30: Duty_Cycle = 7'd63;
        6'd31: Duty_Cycle = 7'd63;
        6'd32: Duty_Cycle = 7'd63;
        6'd33: Duty_Cycle = 7'd63;
        6'd34: Duty_Cycle = 6'd62;
        6'd35: Duty_Cycle = 6'd62;
        6'd36: Duty_Cycle = 6'd60;
        6'd37: Duty_Cycle = 6'd59;
        6'd38: Duty_Cycle = 6'd57;
        6'd39: Duty_Cycle = 6'd55;
        6'd40: Duty_Cycle = 6'd53;
        6'd41: Duty_Cycle = 6'd51;
        6'd42: Duty_Cycle = 6'd48;
        6'd43: Duty_Cycle = 6'd45;
        6'd44: Duty_Cycle = 6'd42;
        6'd45: Duty_Cycle = 6'd39;
        6'd46: Duty_Cycle = 6'd36;
        6'd47: Duty_Cycle = 6'd33;
        6'd48: Duty_Cycle = 6'd30;
        6'd49: Duty_Cycle = 6'd27;
        6'd50: Duty_Cycle = 6'd24;
        6'd51: Duty_Cycle = 6'd21;
        6'd52: Duty_Cycle = 6'd18;
        6'd53: Duty_Cycle = 6'd15;
        6'd54: Duty_Cycle = 6'd12;
        6'd55: Duty_Cycle = 6'd10;
        6'd56: Duty_Cycle = 6'd8;
        6'd57: Duty_Cycle = 6'd6;
        6'd58: Duty_Cycle = 6'd4;
        6'd59: Duty_Cycle = 6'd3;
        6'd60: Duty_Cycle = 6'd1;
        6'd61: Duty_Cycle = 6'd1;
        6'd62: Duty_Cycle = 6'd0;
		  6'd63: Duty_Cycle = 6'd0;
	endcase
	end
endmodule
==> summary.txt <==
The run has ended; figures from its reports follow.

The logic depth of the worst setup path including buffers came out at 6. The share of Yosys cell area claimed by the top area cell type is 25.0%. The insertion delay at the late pin of the worst-skew pair came out at 0.25 ns. The number of violations of the max-capacitance limit is 0. The fraction of synthesis flops using an asynchronous set or reset pin is 0%. The worst reg-to-reg path cell count came out at 4. The count of pins over their slew limit came out at 0.

Counting the buffers created by CTS gives 3. The count of synthesis-stage warnings from yosys came out at 1. The delay of the slowest critical-path stage came out at 0.56 ns.

In the synthesized netlist the dominant register cell turns out to be sky130_fd_sc_hd__edfxtp_1. Setup repair after global routing left no endpoint under its margin. The number of clock sinks seen by CTS is 18.

The post-detailed-placement half-perimeter wirelength is 2140 um. On the critical path, the stage with the largest delay is an instance of sky130_fd_sc_hd__edfxtp_1. The path class of the tightest hold or removal check is flop to flop. The worst endpoint required time came out at 3.12 ns.

The data arrival time reported for the critical path is 2.64 ns. The gate-level netlist out of Yosys references 44 unique cell types. The footprint of the multi-input gates came out at 888 um2. Per the CTS log, the maximum H-tree level is 1. Ranked by instance count, the synthesized netlist is headed by 12 x sky130_fd_sc_hd__edfxtp_1, 12 x sky130_fd_sc_hd__ha_1, 12 x sky130_fd_sc_hd__xnor2_1, 11 x sky130_fd_sc_hd__a21oi_1, 10 x sky130_fd_sc_hd__inv_1. The setup skew after layout is 0.00311 ns. The vias after detailed routing is 1,074.

Summing over the stages, the warning tally comes to 32. Endpoints with negative setup slack in the final report add up to 0. Routability-driven placement finished with a final weighted congestion of 0.812. Measured along the y axis, the die boundary spans 124 um. The first global-routing pass estimated 4660 um of wire. Per the run report, area growth between synthesis and finish was 21.3%. The detailed-route wire length per cell is 9.29 um.

The post-route utilization of the core is recorded as 16.8%. The transition time recorded at the tightest slew-check pin is 0.647 ns. The standard cell core area came out at 10,400 um2.

The flow reports that the clock network draws 35.9% of the design power. The standby leakage power is 0.000611 uW. The per-cell via count in the routed design is 3.63. The buffers inserted during post-CTS setup optimization is 0. The number of nets with antenna violations after detailed routing is 0.

The number of resized instances in the post-cts repair step is 0. The floorplan-stage core utilization came out at 13.9%. The sequential share of the synthesized area is 33.3%.

The post-detailed-routing wire length came out at 2750 um. Together, buffers and inverters on the worst path number 2. STA classifies the critical path endpoint as an output pin.

The tally of filler cells in the layout came out at 1,148. The relative slew slack is 56.8%. The via count of the first global-routing pass is 1,020.

Per the breakdown, switching nets consume 19.2% of all power. The share of total power in sequential cells came out at 56.6%. The total negative slack came out at 0 ns. The antenna cell count came out at 0. The horizontal die size came out at 124 um. Combinational logic burns 7.5% of the power.

The number of enable-type register cells in the synthesized netlist is 12. The register cell area after layout is 480 um2. The synthesized design spends more area on one cell type than any other, namely sky130_fd_sc_hd__edfxtp_1. The net switching power came out at 68.1 uW. The number of DRC violations after detailed routing is 0. The registers of the reported paths see a clock transition of 0.06 ns.

Per the post-place timing report, worst setup slack is 0.724 ns. The startpoint type of the worst setup path is a flop. The number of standard cells reported by yosys is 151. The total cell area reported by yosys after synthesis came out at 1440 um2. The main area contributors are sky130_fd_sc_hd__edfxtp_1 25%, sky130_fd_sc_hd__ha_1 10%, sky130_fd_sc_hd__dfxtp_1 8.3%, sky130_fd_sc_hd__xnor2_1 7.3%, sky130_fd_sc_hd__xor2_1 5.5%. The number of cells on the worst hold path came out at 1. The highest clock rate came out at 293 MHz. The number of register bits inferred by synthesis is 18.

The length of the first detailed-routing pass in iterations is 4. The cell area that synthesis handed to floorplanning was 1440 um2. TritonCTS built the clock tree.

The worst setup slack after layout is 0.485 ns. The layout cell share with drive strength beyond 1 is 5.63%. The cell row count is 37. The initial antenna violation count came out at 0. The overall track demand over capacity in global routing came out at 3.59%.

In this run the deepest clock path goes through 2 buffers. The run finished with clean final reports. The period utilization is 87.6%.

Entering global routing, the biggest net connects 24 pins. The die area is 15,400 um2. The maximum fanout along the worst path is 10. In this run the tool buffered the top-level ports with 13 buffer cells. The worst path in the final design needs a cycle of 3.42 ns, including I/O delays and setup. The gate count of the mapped netlist came out at 151. The script computed a power per unit cell area of 203 nW/um2. The average cell area after synthesis is 9.56 um2. The count of hold buffers inserted by post-cts repair is 0. The sum of overflow across all layers after global routing is 0. The internal power of the cells totals 287 uW. The violation tally from detailed-route iteration zero is 47.

The number of top-level design ports came out at 14. The cell family with the largest share of critical-path delay is adder cells. The report lists the cells along the critical path as inv_1 > ha_1 > maj3_1 > o221a_2 > mux2i_1 > clkdlybuf4s50_1. The final timing report lists a hold violation count of 0.

Looking at the clock tree report, the root buffer type is sky130_fd_sc_hd__clkbuf_8. IR analysis of the VDD net gives a maximum drop of 0.112 mV. The critical path in this run is classified as flop to output pin.
## metal layers
layer  vias up  share of wire, %  GRT usage, %
met1       500                46          4.32
met4         0              0.29         0.216
met5         -                 0             0
li1        568                 -             -
met3         2               2.4         0.918
met2         4                51          6.59
## per-stage QoR
step                instance area [um2]  power (uW)  hold WS, ns  std cells
global route                       1750         373        0.427        296
finish                             1750         355        0.396        296
global placement                   1710         231        0.379        292
CTS                                1750         359        0.401        296
floorplan                          1440         220        0.370        151
detailed placement                 1710         232        0.386        292
## worst reg2reg max path: stages, from the launching register on
cell                        delay [ns]
sky130_fd_sc_hd__edfxtp_1         0.47
sky130_fd_sc_hd__xnor2_1          0.21
sky130_fd_sc_hd__xnor2_1          0.13
sky130_fd_sc_hd__a2111oi_4        0.51
sky130_fd_sc_hd__and3_1           0.39
## flip-flops by register name, indices dropped and copies added, names as in the netlist
| register | cells |
|---|---|
| Index_Count | 6 |
| DC_Index | 6 |
| count | 6 |
## power groups by stage
stage	Clock, uW	Sequential [uW]	Combinational [uW]
CTS	132	201	26.7
global route	144	201	28.8
finish	128	201	26.6
## worst paths after layout
path,end,slack [ns],startpoint
hold reg to reg,count[0]$_DFF_P_,0.40,count[0]$_DFF_P_
setup / recovery,Duty_Output[2],0.48,Index_Count[0]$_DFFE_PP_
hold / removal,count[0]$_DFF_P_,0.40,count[0]$_DFF_P_
setup reg to reg,Index_Count[0]$_DFFE_PP_,1.87,DC_Index[3]$_SDFFCE_PN0P_
## kinds of logic (layout without fill, tap and decap cells)
family | Yosys count | after routing | synth area share, %
flip-flops | 18 | 18 | 33.3
multiplexers | 3 | 3 | 2.08
XOR/XNOR | 21 | 21 | 12.7
adder cells (fa/ha/maj) | 13 | 13 | 11.1
AND-OR/OR-AND | 37 | 37 | 19.7
AND/OR/NAND/NOR | 41 | 41 | 15.9
buffers and inverters | 18 | 27 | 5.20
## cells in the final DEF, fill, tap and decap left out, types with 2 or more instances in the layout
cell	synthesis	final
sky130_fd_sc_hd__ha_1	12	12
sky130_fd_sc_hd__o21ai_0	4	4
sky130_fd_sc_hd__inv_1	10	10
sky130_fd_sc_hd__nor2b_1	3	3
sky130_fd_sc_hd__nand3_1	6	6
sky130_fd_sc_hd__a21oi_1	11	11
sky130_fd_sc_hd__xnor2_1	12	12
sky130_fd_sc_hd__and3_1	5	5
sky130_fd_sc_hd__edfxtp_1	12	12
sky130_fd_sc_hd__nand2_1	6	6
sky130_fd_sc_hd__clkbuf_8	0	3
sky130_fd_sc_hd__dfxtp_1	6	6
sky130_fd_sc_hd__nor3_2	2	2
sky130_fd_sc_hd__nor2_1	8	8
sky130_fd_sc_hd__a211oi_1	2	2
sky130_fd_sc_hd__clkdlybuf4s50_1	0	13
sky130_fd_sc_hd__xor2_1	9	9
sky130_fd_sc_hd__nand2b_1	5	5
sky130_fd_sc_hd__mux2i_1	3	3
sky130_fd_sc_hd__a221oi_1	3	3
## area by class of cell
type,count,share of cell area (%)
multi-input combinational,115,50.7
sequential,18,27.4
tap,136,9.71
timing repair buffer,13,7.43
clock buffer,4,2.57
inverter,10,2.14
No activity file was given, so power comes from the tool's default toggle rates.
