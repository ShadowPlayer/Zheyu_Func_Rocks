[flow/run.sh]
#!/bin/bash
# OpenROAD 26Q1-2900-gdf79404cd8, Yosys 0.63+post, stock flow scripts
make -C /OpenROAD-flow-scripts/flow DESIGN_CONFIG=/design/flow/config.mk WORK_HOME=/design/flow/orfs finish
[flow/design.v]
module heartbeat(input wire sysclk,
input wire reset,
output wire pulse);
parameter WIDTH=8;
reg [(WIDTH-1):0] count=0;
assign pulse=&count;
always @(posedge sysclk) begin
	if(reset)
		count<={WIDTH{1'b0}};
	else
		count<=count+1'b1;
	end
endmodule
module Penta_Debounce (input wire X0,
input wire X1,
input wire X2,
input wire X3,
input wire X4,
input wire sysclk,
input wire reset,
output wire X0_deb,
output wire X1_deb,
output wire X2_deb,
output wire X3_deb,
output wire X4_deb);
wire pulse;
heartbeat #(21) hb(.sysclk(sysclk),.reset(reset),.pulse(pulse));
reg [2:0] ff0, ff1, ff2, ff3, ff4;    
reg ff0_out, ff1_out, ff2_out, ff3_out, ff4_out;  
always @(posedge sysclk) begin     
  	ff0_out<=ff0[0]&ff0[1]&ff0[2]; 
	ff1_out<=ff1[0]&ff1[1]&ff1[2];
	ff2_out<=ff2[0]&ff2[1]&ff2[2];
	ff3_out<=ff3[0]&ff3[1]&ff3[2];
	ff4_out<=ff4[0]&ff4[1]&ff4[2];
	if(reset) begin
	   ff0<=3'b0;
	   ff1<=3'b0;
	   ff2<=3'b0;
	   ff3<=3'b0;
	   ff4<=3'b0;
	end
	else if( pulse ) begin  
	     ff0[0]<=X0&(~X1)&(~X2)&(~X3);
	     ff0[1]<=ff0[0];
	     ff0[2]<=ff0[1];
	     ff1[0]<=X1&(~X0)&(~X2)&(~X3)&(~X4);
	     ff1[1]<=ff1[0];
	     ff1[2]<=ff1[1];
		 ff2[0]<=X2&(~X0)&(~X1)&(~X3)&(~X4);
	     ff2[1]<=ff2[0];
	     ff2[2]<=ff2[1];
		 ff3[0]<=X3&(~X0)&(~X1)&(~X2)&(~X4);
	     ff3[1]<=ff3[0];
	     ff3[2]<=ff3[1];
	     ff4[0]<=X4&(~X0)&(~X1)&(~X2)&(~X3);
	     ff4[1]<=ff4[0];
	     ff4[2]<=ff4[1];
	   end
end
assign	X0_deb=(ff0[0]&ff0[1]&ff0[2])&(~ff0_out);
assign	X1_deb=(ff1[0]&ff1[1]&ff1[2])&(~ff1_out);
assign	X2_deb=(ff2[0]&ff2[1]&ff2[2])&(~ff2_out);
assign	X3_deb=(ff3[0]&ff3[1]&ff3[2])&(~ff3_out);
assign	X4_deb=(ff4[0]&ff4[1]&ff4[2])&(~ff4_out);
endmodule
[flow/constraint.sdc]
current_design Penta_Debounce

set clk_period 4.1
set clk_io_pct 0.2

create_clock -name clk0 -period $clk_period [get_ports {sysclk}]

set non_clock_inputs [all_inputs -no_clocks]
set_input_delay [expr $clk_period * $clk_io_pct] -clock clk0 $non_clock_inputs
set_output_delay [expr $clk_period * $clk_io_pct] -clock clk0 [all_outputs]
[flow/config.mk]
export PLATFORM = sky130hd
export DESIGN_NAME = Penta_Debounce
export DESIGN_NICKNAME = Penta_Debounce
export VERILOG_FILES = /design/flow/design.v
export SDC_FILE = /design/flow/constraint.sdc
export NUM_CORES = 4
export LEC_CHECK = 1
export CORE_UTILIZATION = 30
==> git commit body <==
Record implementation results from latest flow run

- Looking at the power breakdown, sequential logic takes 53.2% of the total.
- Per the timing report, the achievable frequency comes out to 0.4344 GHz.
* Leak Pwr: 0.7035 nW
- After clock tree synthesis, the flow added hold-fix buffers numbering 0.
- Detailed router's first-iteration violation count: 69
- Area growth from synthesis to layout: 14.89%
* Sequential standard cell area: 820.8 sq um
- The critical path is of the primary input to register type.
- Counting endpoints that fail hold in the final report gives 0.
- For reference, the top logic cell family by area is simple AND/OR/NAND/NOR gates.
- Setup TNS after final layout: 0 ns
* Wire length after detailed routing: 2962 um
- Setup repair after global routing missed its margin: no
* Antenna diode count: 0
- After Yosys synthesis, AND-OR and OR-AND compound gates account for 13.25% of the synthesized area.
- At the floorplan stage, the core utilization is reported as 31.52%.
- Element type at the critical path end: register
* Post-CTS repair timing setup buffer count: 0
- The worst-case IR drop observed on VDD is 175.5 uV.
* Slew HR: 51.48%
- For the completed layout, the total cell area is recorded as 2018 sq um.
- Dominant synthesized flop cell: sky130_fd_sc_hd__dfxtp_1
- Data required time of the worst path: 4.32 ns
- The flow ran to the end, and the final reports show no timing, DRC or antenna violations.
- Clock tree synthesis selected as its root buffer the cell sky130_fd_sc_hd__clkbuf_8.
* Register clock-pin slew on the reported worst setup and hold paths: 0.08 ns
- The die covers 6165 sq um.
* Length of the first detailed-routing pass in iterations: 4
- Synthesized area per cell: 9.055 sq um
* Clock tree from TritonCTS: built
- The largest single stage delay on the critical path is 0.78 ns.
- Final worst path period need: 2.302 ns
- Number of sinks handled by clock tree synthesis: 41
- Number of warnings in the stage logs: 25
- Wire length of the first global-routing pass: 5237 um
* Distinct cell type count after synthesis: 38
- Power density of the placed cells: 374.5 nW/um^2
- The synthesis report lists the most area-consuming cells as sky130_fd_sc_hd__dfxtp_1 (47%), sky130_fd_sc_hd__a21oi_1 (6.0%), sky130_fd_sc_hd__nand3_1 (5.1%), sky130_fd_sc_hd__o21ai_0 (4.6%), sky130_fd_sc_hd__xor2_1 (3.0%).
* Floorplan core area: 5574 sq um
- Buffers inserted during clock tree synthesis total 5.
* Overall die width: 78.52 um
- Final setup violation count: 0
* Vias after detailed routing: 1334
- The transition time recorded at the tightest slew-check pin is 0.7256 ns.
- Of all nets on the critical path, the largest fanout is 21.
- Net switching share of the total power: 19.60%
- Yosys mapped a number of flops with a built-in enable equal to 0.
* Average detailed-routed wire length per instance: 10.77 um
* Post-Syn Area: 1757 sq um
* H-tree depth: 2
* Via count of the first global-routing pass: 1195
- Crit path arrival time: 2.52 ns
- Adder Area Share: 0.7123%
- The longest clock path from root to sink contains 2 buffers.
- According to the floorplan log, the row count is 27.
- Cell chain of the critical path: clkdlybuf4s50_1 > buf_4 > nor4_1 > nand3b_1 > mux2i_1
- The area fraction of the largest cell type after synthesis is 46.72%.
* Resized cells post-CTS: 0
- Count of mapped cells out of synthesis: 194
- Gr usage total: 10.53%
- Cell Int Power: 0.6077 mW
- Placed cell area: 1898 sq um
* DP Wirelength: 1951 um
* Top-level I/O count: 12
- The placement summary gives the final routability congestion estimate as 0.7606.
* Synth Area in Simple Gates: 28.99%
* Number of warning messages in the yosys log: 2
* Launching element type of the critical path: primary input
- Of the available clock period, the critical path in the final layout requires 56.15%.
* Final slew viol count: 0
- Total congestion overflow after global routing: 0
* Dominant cell type by area after synthesis: sky130_fd_sc_hd__dfxtp_1
* XOR/XNOR Area Share: 4.986%
* Number of nets with antenna violations after routing: 0
* Comb. cell area: 862.1 sq um
* Number of antenna violations at the first check in global routing: 0
* Chip Area, Yosys: 1757 sq um
- According to the floorplan report, the die height is 78.52 um.
- Clock latency on the worst-skew pair, taken at its later pin, is 0.29 ns.
- In the routed layout, each cell is associated on average with a via count of 4.851.
- The power report puts the net switching power at 0.1481 mW.
- Across the routed clock network, the largest skew measured is 0.008553 ns.
- Register bit count reported by yosys: 41
- Yosys stat counts 194 cells in the synthesized netlist.
* Part of the power in the clock network: 44.2%
- Share of async-settable or async-resettable flops after synthesis: 0%
- Part of the total power dissipated in combinational logic: 2.6%
- Number of design rule violations left after detail routing: 0
- Hold crit path type: register to register
- The layout summary lists the proportion of cells stronger than drive strength 1 as 9.360%.
- Slowest cell on crit path: sky130_fd_sc_hd__clkdlybuf4s50_1
* Pin count of the biggest net entering global routing: 22
- Max Cap Violations: 0
* Fillers: 575
* Mux frac, synth: 1.140%
- Sequential share of the synthesized area: 46.72%
* Count of port buffers added during placement: 11
==> state kept, by name, indices dropped and copies added, names as in the netlist <==
| register | flops |
|---|---|
| hb.count | 21 |
| ff0 | 3 |
| ff1 | 3 |
| ff2 | 3 |
| ff3 | 3 |
| ff4 | 3 |
| ff0_out | 1 |
| ff1_out | 1 |
| ff2_out | 1 |
| ff3_out | 1 |
| ff4_out | 1 |
==> cell usage in the layout (no fill, tap or decap), drive strengths merged, types with 7 or more instances in the layout <==
master,count
nor2,11
and3,12
o21ai,19
a21oi,21
clkdlybuf4s50,11
nand2,7
nand3,19
dfxtp,41
==> worst paths after layout <==
kind               start            to  slack, ns  cells after the start
min          hb.count[0]   hb.count[0]       0.44                      1
min reg2reg  hb.count[0]   hb.count[0]       0.44                      1
max reg2reg  hb.count[3]  hb.count[16]       2.24                      4
max                reset        ff1[0]       1.80                      5
==> power groups by stage <==
stage	combinational [mW]	sequential, mW	clock [mW]
finish	0.0198	0.402	0.334
global route	0.0221	0.402	0.366
CTS	0.0199	0.402	0.344
==> layer usage <==
layer  global-route usage (%)  vias to the layer above  part of all wire, %
met5                        0                        -                    0
met4                    1.852                        0                  1.1
met3                    2.479                        2                  3.6
met2                    16.26                       15                   42
met1                    15.38                      607                   54
li1                         -                      710                    -
==> worst max-delay path, delay by kind of cell <==
kind,cells,cell delay [ns]
buffers and inverters,2,1.17
AND/OR/NAND/NOR,2,0.38
multiplexers,1,0.14
==> cell families (layout without fill, tap and decap cells) <==
logic type | count (synthesis) | count (layout)
simple gates | 83 | 83
compound gates | 44 | 44
flops | 41 | 41
buf+inv | 13 | 22
xor+xnor | 10 | 10
mux | 2 | 2
fa+ha+maj | 1 | 1
==> Yosys cell counts, types with 2 or more instances <==
cell type	instances
sky130_fd_sc_hd__a21oi_1	21
sky130_fd_sc_hd__and3_1	8
sky130_fd_sc_hd__and3_2	4
sky130_fd_sc_hd__buf_2	2
sky130_fd_sc_hd__buf_4	2
sky130_fd_sc_hd__buf_6	2
sky130_fd_sc_hd__clkbuf_1	5
sky130_fd_sc_hd__dfxtp_1	41
sky130_fd_sc_hd__inv_1	2
sky130_fd_sc_hd__mux2i_1	2
sky130_fd_sc_hd__nand2_1	7
sky130_fd_sc_hd__nand2b_1	2
sky130_fd_sc_hd__nand3_1	18
sky130_fd_sc_hd__nand3b_1	2
sky130_fd_sc_hd__nand4_1	5
sky130_fd_sc_hd__nor2_1	11
sky130_fd_sc_hd__nor2b_1	6
sky130_fd_sc_hd__nor3_1	2
sky130_fd_sc_hd__nor4_1	3
sky130_fd_sc_hd__o21ai_0	16
sky130_fd_sc_hd__o21ai_1	3
sky130_fd_sc_hd__or3_1	6
sky130_fd_sc_hd__xnor2_1	4
sky130_fd_sc_hd__xor2_1	6
==> cell type report <==
cell class | instances | share of cell area, %
sequential | 41 | 40.67
multi-input combinational | 140 | 42.72
clock inverter | 2 | 1.860
tap | 72 | 4.464
inverter | 2 | 0.3720
timing repair buffer | 12 | 5.828
clock buffer | 6 | 4.092
==> per-stage QoR <==
step	std cells	setup WS [ns]	total power [mW]	utilization (%)	hold slack (ns)
global placement	267	1.513	0.4315	34.05	0.4304
finish	275	1.798	0.7559	36.21	0.4393
CTS	275	1.785	0.7659	36.21	0.4445
global route	275	1.651	0.7904	36.21	0.4532
detailed placement	267	1.471	0.4312	34.05	0.4325
floorplan	194	2.573	0.4211	-	0.4132
Power and IR drop assume default switching activity.
